===== design/flow/run.sh =====
#!/bin/bash
# OpenROAD 26Q1-2900-gdf79404cd8, Yosys 0.63+post, stock flow scripts
make -C /OpenROAD-flow-scripts/flow DESIGN_CONFIG=/design/flow/config.mk WORK_HOME=/design/flow/orfs finish

===== design/flow/config.mk =====
export PLATFORM = sky130hd
export DESIGN_NAME = fourbitCounter
export DESIGN_NICKNAME = fourbitCounter
export VERILOG_FILES = /design/flow/design.v
export SDC_FILE = /design/flow/constraint.sdc
export NUM_CORES = 4
export LEC_CHECK = 1
export CORE_AREA = 10 10 70 70
export DIE_AREA = 0 0 80 80

===== design/flow/constraint.sdc =====
current_design fourbitCounter

set clk_period 1.7
set clk_io_pct 0.2

create_clock -name clk0 -period $clk_period [get_ports {ck}]

set non_clock_inputs [all_inputs -no_clocks]
set_input_delay [expr $clk_period * $clk_io_pct] -clock clk0 $non_clock_inputs
set_output_delay [expr $clk_period * $clk_io_pct] -clock clk0 [all_outputs]

===== design/flow/design.v =====
module fourbitCounterDFF(input clk , d,rst,output reg q);
	always @(posedge clk) 
	begin
		if (rst==1)
			q<=0;
		else
			q<=d;
	end		
endmodule 
module fourbitCounter(ck, u, r, v0, v1, v2, v3);
	input ck, u, r;
	output v0, v1, v2, v3;
	wire w1, w2, w3, w4, w5, w6, w7, w8, w9;
	wire a1, a2, a3, a4, a5, a6, a7; 
	wire b1, b2, b3, b4, b5;
	and(w1, u, v3, ~v1);
	and(w2, u, v3, ~v0);
	and(w3, u, v3, ~v2);
	and(w4, u, ~v3, v2, v1, v0);
	and(w5, ~u, ~v3, ~v2, ~v1, ~v0);
	and(w6, ~u, v3, v2);
	and(w7, ~u, v3, v0);
	and(w8, ~u, v3, v1);
	or(w9, w1, w2, w3, w4, w5, w6, w7, w8);
	and(a1, ~u, v2, v0);
	and(a2, ~u, v2, v1);
	and(a3, ~u, ~v2, ~v1, ~v0);
	and(a4, u, ~v1, v2);
	and(a5, u, v2, ~v0);
	and(a6, u, ~v2, v1, v0);
	or(a7, a1, a2, a3, a4, a5, a6);
	and(b1, ~u, ~v1, ~v0);
	and(b2, ~u, v1, v0);
	and(b3, u, ~v1, v0);
	and(b4, u, v1, ~v0);
	or(b5, b1, b2, b3, b4);
	fourbitCounterDFF d0(ck, ~v0, r, v0);
	fourbitCounterDFF d1(ck, b5, r, v1);
	fourbitCounterDFF d2(ck, a7, r, v2);
	fourbitCounterDFF d3(ck, w9, r, v3);
	endmodule 

==> results.sh <==
# yosys + openroad results
export IMPL_netlist_instances=18
export IMPL_critPathLaunch="d0.q"
export IMPL_grt_max_degree=8
export IMPL_crit_required_ns=1.36
export IMPL_gp_congestion=0.648
export IMPL_slew_viol_final=0
export IMPL_fmax_ghz=0.654
export IMPL_pwr_density_cell_nw_per_um2=949
export IMPL_fin_crit_ns=1.53
export IMPL_remaining_drc_errors=0
export IMPL_first_pass_iters=2
export IMPL_setup_violations=0
export IMPL_cts_tree="built"
export IMPL_layout_drive_gt1_share_pct=25.0
export IMPL_syn_area_um2=174
export IMPL_slowest_delay_ns=0.51
export IMPL_reg2reg_to="d3.q"
export IMPL_core_um2=3420
export IMPL_hp_class="reg -> reg"
export IMPL_arrival_ns=1.19
export IMPL_comb_area_um2=93.8
export IMPL_fin_tns_setup_ns=0
export IMPL_finalClockPeriodUsage_pct=89.9
export IMPL_cp_start_kind="flip-flop"
export IMPL_clk_pin_slew_ns=0.04
export IMPL_cts_setup_buffers=0
export IMPL_portBuffers=6
export IMPL_worst_path_max_fanout=7
export IMPL_tightestPinTransition_ns=0.237
export IMPL_reg2reg_from="d2.q"
export IMPL_grt_pass1_wl_um=862
export IMPL_wl_per_cell_um=6.64
export IMPL_rows=21
export IMPL_end_kind="primary output"
export IMPL_endpoint="v0"
export IMPL_drt_met1_wl_um=275
export IMPL_path_cells="clkdlybuf4s50_1"
export IMPL_pin_count=7
export IMPL_reg2regPathDepth=3
export IMPL_routed_wl_um=491
export IMPL_hold_viol_final=0
export IMPL_regArea_um2=80.1
export IMPL_hold_buffers=0
export IMPL_ys_types=12
export IMPL_slew_headroom_pct=84.1
export IMPL_cts_resized=0
export IMPL_cts_root_buf="clkbuf_4"
export IMPL_syn_to_final_growth_pct=84.9
export IMPL_n_antenna_cell=0
export IMPL_die_h_um=80
export IMPL_holdCritStartpoint="d3.q"
export IMPL_critical_path_buf_inv_count=1
export IMPL_placedInstanceArea_um2=299
export IMPL_synth_flops=4
export IMPL_grt_setup_unrepaired="false"
export IMPL_worst_r2r_setup_slack_ns=0.44
export IMPL_antenna_found_initial=0
export IMPL_critPathTopFamily="buffers and inverters"
export IMPL_leakagePower_nw=0.102
export IMPL_viasPerCell=2.32
export IMPL_route_met3_wl_um=74
export IMPL_fp_util_pct=5.09
export IMPL_dieWidth_um=80
export IMPL_whs_ns=0.492
export IMPL_die_area_um2=6400
export IMPL_route_met2_wl_um=142
export IMPL_ys_cells=18
export IMPL_syn_area_per_cell_um2=9.66
export IMPL_design_area_um2=322
export IMPL_drtIter0Drc=2
export IMPL_clock_sinks=4
export IMPL_cts_buffer_depth=2
export IMPL_ir_worst_vdd_uv=347
export IMPL_path_depth=1
export IMPL_maxCapViolations=0
export IMPL_track_usage_pct=1.78
export IMPL_htreeDepth=1
export IMPL_warnings=25
export IMPL_outcome="completed"
export IMPL_vias=172
export IMPL_grt_pass1_vias=211
export IMPL_highest_layer="met3"
export IMPL_yosys_warnings=1
export IMPL_critPathKind="reg -> out"
export IMPL_dpl_hpwl_um=379
export IMPL_fin_skew_ns=0.000227
export IMPL_overflow=0
export IMPL_slowest_stage="clkdlybuf4s50_1"
export IMPL_ys_seq_share_pct=46.0
export IMPL_nFillCells=408
export IMPL_worstSkewPairLatency_ns=0.23
export IMPL_cts_inserted_buffers=3
export IMPL_detail_route_antenna_nets=0
export IMPL_yosys_area_um2=174
==> how the worst min path moves through the flow <==
stage,end,depth (start not counted)
5_1_grt,d3.q,2
6_report,d3.q,2
4_1_cts,d3.q,2
==> report_power, final <==
group / internal (mW) / leakage (nW) / switching, mW
logic: 0.0453 / 0.0548 / 0.0208
clock network: 0.0789 / 0.0138 / 0.0378
registers: 0.107 / 0.0332 / 0.0158
==> placed cells by master, fill, tap and decap left out <==
master | netlist | final
dfxtp_1 | 4 | 4
a21oi_2 | 1 | 1
nor3b_1 | 1 | 1
o21ai_0 | 1 | 1
nor3_1 | 2 | 2
clkdlybuf4s50_1 | 0 | 6
or4_4 | 1 | 1
a21o_1 | 1 | 1
buf_4 | 0 | 1
xnor2_1 | 2 | 2
nand3_1 | 1 | 1
and3_2 | 1 | 1
clkbuf_4 | 0 | 3
nand4_1 | 1 | 1
nor2_1 | 2 | 2
==> synth_stat cells (all sizes together) <==
library cell	number	area [um2]
nand3	1	5.00
or4	1	11.3
and3	1	7.51
a21o	1	7.51
xnor2	2	17.5
o21ai	1	5.00
dfxtp	4	80.1
nor3b	1	7.51
nor3	2	10.0
nor2	2	7.51
nand4	1	6.26
a21oi	1	8.76
==> sequential cells by signal, summed over array words and instances (netlist names) <==
| signal | cells |
|---|---|
| d1.q | 1 |
| d2.q | 1 |
| d3.q | 1 |
| d0.q | 1 |
==> kinds of logic (layout without fill, tap and decap cells) <==
family	Yosys count	count (layout)	synth area share, %
flops	4	4	46.0
buf+inv	0	10	0
xor+xnor	2	2	10.1
compound gates	3	3	12.2
simple gates	9	9	31.7
==> cell type report <==
cell class / instances / share of cell area, %
multi-input combinational: 14 / 29.2
sequential: 4 / 24.9
timing repair buffer: 7 / 21.0
tap: 46 / 17.9
clock buffer: 3 / 7.00
==> per-layer routing <==
| metal | global-route usage [%] | vias to the layer above |
|---|---|---|
| li1 | - | 87 |
| met1 | 1.99 | 75 |
| met2 | 2.25 | 10 |
| met3 | 1.93 | 0 |
| met4 | 0.352 | 0 |
| met5 | 0 | - |
==> metrics by stage <==
stage | instances | total power, mW | setup WS, ns | util [%]
floorplan | 18 | 0.150 | 0.496 | -
detailed placement | 71 | 0.190 | 0.0153 | 8.75
global placement | 71 | 0.187 | 0.0433 | 8.75
finish | 74 | 0.305 | 0.172 | 9.41
CTS | 74 | 0.313 | 0.158 | 9.41
global route | 74 | 0.331 | 0.103 | 9.41
Power figures rest on the tool's default switching activity, not on a simulated workload.

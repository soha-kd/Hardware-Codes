$ cat flow/config.mk
export PLATFORM = sky130hd
export DESIGN_NAME = VerilogBCD
export DESIGN_NICKNAME = VerilogBCD
export VERILOG_FILES = /design/flow/design.v
export SDC_FILE = /design/flow/constraint.sdc
export NUM_CORES = 4
export LEC_CHECK = 1
export CORE_AREA = 10 10 70 70
export DIE_AREA = 0 0 80 80
$ cat flow/constraint.sdc
current_design VerilogBCD

set clk_period 1.0
set clk_io_pct 0.2

create_clock -name clk0 -period $clk_period

set non_clock_inputs [all_inputs -no_clocks]
set_input_delay [expr $clk_period * $clk_io_pct] -clock clk0 $non_clock_inputs
set_output_delay [expr $clk_period * $clk_io_pct] -clock clk0 [all_outputs]
$ cat flow/design.v
module VerilogBCD(input w,x,y,z, output a,b,c,d,e,f,g);
	wire w1,w2,w3,w4,w5,w6,w7,w8,w9,w10,w11,w12,w13,w14,w15,w16;
	and(w1,x,z);
	and(w2,~z,~x);
	or(a,w1,w2,y,w);
	and(w3,~y,~z);
	and(w4,y,z);
	or(b,w3,w4,~x);
	or(c,x,~y,z);
	and(w5,y,~z);
	and(w6,~x,y);
	and(w7,x,~y,z);
	and(w8,~x,~z);
	or(d,w5,w6,w7,w8,w);
	and(w9,~x,~z);
	and(w10,y,~z);
	or(e,w9,w10);
	and(w11,~y,~z);
	and(w12,~y,x);
	and(w13,~z,x);
	or(f,w11,w12,w13,w);
	and(w14,~z,y);
	and(w15,y,~x);
	and(w16,~y,x);
	or(g,w14,w15,w16,w);
endmodule	
$ cat flow/run.sh
#!/bin/bash
# OpenROAD 26Q1-2900-gdf79404cd8, Yosys 0.63+post, stock flow scripts
make -C /OpenROAD-flow-scripts/flow DESIGN_CONFIG=/design/flow/config.mk WORK_HOME=/design/flow/orfs finish
==> run notes <==
### Logic synthesis
* 123 µm² — post-synth design cell area
* 7.21 µm² — Mean Syn Cell Area
* 17 — post-synthesis cell count from yosys
* 123 µm² — yosys stat area
* 40.8% — area share of the largest cell type after synthesis
* ha_1 — leading area contributor after synthesis
* 0 — yosys warning tally
* 0% — sequential share of the synthesized area
* 17 — instance count of the mapped netlist
* ha_1 41%, or4_1 12%, a2111o_1 9.2% — Post-synth area hogs
* 9 — distinct lib cells

### Drt
* 2.30 — vias per std cell
* 531 µm — total wire length after detailed routing
* 182 — via count
* 0 — Antenna Nets Post-Route
* 0 — antenna cell count
* 5 — initial drt markers
* 6.72 µm — final routed wire length divided by cell count
* 2 — length of the first detailed-routing pass in iterations
* 0 — DR DRC count

### STA
* true — setup repair after global routing missed its margin
* 0.743 GHz — maximum achievable frequency
* 1350 ps — minimum period implied by the final worst setup slack
* -347 ps — final critical-path setup slack
* 135% — final worst path period share
* -1190 ps — final sum of negative setup slack
* 0 — final hold viol count
* 94.4% — Max-Slew Margin vs Limit
* 0 — max-slew violation count
* 5 — final tally of setup violations
* 83.7 ps — Worst Max-Slew Pin Slew

### Die
* 80 µm — Die X
* 3420 µm² — placeable core region
* 6400 µm² — die area
* 11 — Top Ports
* 3.59% — initial core utilization
* 21 — placement row count
* 80 µm — vertical die size

### Global route
* 821 µm — first-pass GRT wire length
* 1.55% — Total GRT Usage
* 0 — overall overflow remaining after global route
* 6 — maximum number of pins on one net before global-route repair
* 153 — via count of the first global-routing pass
* 0 — antenna violations before repair

### Setup path
* 1150 ps — WP data arrival
* output pin — critical path capture point type
* 800 ps — critical path data required time
* 4 — largest fanout on the critical path
* input port to output pin — Worst Setup Path Type
* input port — kind of launch point of the worst setup path

### Outcome
* finished with violations — status
* negative setup slack — violations in the final reports

### Min path
* input port to output pin — Hold/Removal Path Class

### Placement
* -1250 ps — placement-stage worst setup slack
* 353 µm² — Placed Instance Area
* 0.738 — final estimated routing congestion in global placement
* 459 µm — detailed placement HPWL
* 11 — count of port buffers added during placement

### Flow run
* 0 — reported max-cap violation count
* 37 — count of tool warnings

### Finish
* 0 — final sequential cell count
* 217% — relative area change from synthesis to final layout
* 389 µm² — Finished Cell Area
* 11.4% — share of the core filled with cells in the final layout
* 156 µm² — combinational gate area
* 6 x buf_2, 3 x nand2_1, 3 x ha_4, 3 x buf_6, 3 x buf_4 — Top Layout Cells
* 0 — clkbuf count
* 0 µm² — area occupied by registers
* 66.7% — share of final-layout standard cells stronger than drive strength 1
* buf_2 — most common cell after layout, fill and taps aside
* 407 — filler instances

### Power
* 308 nW/µm² — Power Dens Cells
* 0.158 nW — Lkg Pwr
* 0.000120 W — Final Total Pwr
* 67.1 µV — maximum ir drop on the vdd rail

### Clock network
* 0 — number of buffers added to fix hold violations after cts

cells in the mapped netlist, drive strengths merged:
cell,count
a2111o,1
and2b,1
ha,4
inv,3
nand2,3
nor2,1
nor2b,1
or2,1
or4,2
metal layers:
layer	up-vias	routed length, µm	track usage, %
met2	10	148	1.69
li1	90	-	-
met5	-	0	0
met1	82	250	2.11
met3	0	132	1.59
met4	0	0	0
power breakdown:
part / total (W) / internal (W) / leakage, nW / switching (W)
clock network: 0 / 0 / 0 / 0
registers: 0 / 0 / 0 / 0
logic: 0.000120 / 0.0000746 / 0.158 / 0.0000453
final timing paths:
path / start / end / slack (ps) / depth (start not counted)
setup / recovery: x / f / -350 / 5
hold / removal: z / c / 650 / 4
worst max-delay path, stage by stage:
cell	delay, ps
buf_8	100
buf_6	120
ha_4	140
or4_1	460
buf_2	130
per-stage QoR:
| stage | std cells | hold slack (ps) |
|---|---|---|
| floorplan | 17 | 415 |
| global placement | 77 | 1510 |
| detailed placement | 77 | 1520 |
| CTS | 77 | 697 |
| global route | 79 | 688 |
| finish | 79 | 654 |
cell type report:
cell class                 instances  area share, %
tap                               46           14.8
multi-input combinational         14           40.2
timing repair buffer              16           38.3
inverter                           3           6.75
logic make-up after synthesis:
family,synth area share [%]
adder cells (fa/ha/maj),40.8
buffers and inverters,9.18
AND-OR/OR-AND,9.18
AND/OR/NAND/NOR,40.8
what timing repair did:
item | 4_1_cts | 5_1_grt
pin swaps | 3 | 3
endpoints found under the setup margin | 7 | 6
resized | 49 | 7
buffers inserted | 0 | 2
No activity file was given, so power comes from the tool's default toggle rates.

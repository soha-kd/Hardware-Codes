$ cat run.sh
#!/bin/bash
# OpenROAD 26Q1-2900-gdf79404cd8, Yosys 0.63+post, stock flow scripts
make -C /OpenROAD-flow-scripts/flow DESIGN_CONFIG=/design/flow/config.mk WORK_HOME=/design/flow/orfs finish
$ cat config.mk
export PLATFORM = sky130hd
export DESIGN_NAME = sevenSeg
export DESIGN_NICKNAME = sevenSeg
export VERILOG_FILES = /design/flow/design.v
export SDC_FILE = /design/flow/constraint.sdc
export NUM_CORES = 4
export LEC_CHECK = 1
export CORE_AREA = 10 10 70 70
export DIE_AREA = 0 0 80 80
$ cat constraint.sdc
current_design sevenSeg

set clk_period 1.0
set clk_io_pct 0.2

create_clock -name clk0 -period $clk_period

set non_clock_inputs [all_inputs -no_clocks]
set_input_delay [expr $clk_period * $clk_io_pct] -clock clk0 $non_clock_inputs
set_output_delay [expr $clk_period * $clk_io_pct] -clock clk0 [all_outputs]
$ cat design.v
module sevenSeg(w, x, y, z, a, b, c, d, e, f, g);
input w, x, y, z;
output  a, b, c, d, e, f, g;
wire w1, w2;
and (w1 , x, z);
and (w2 , ~x, ~z);
or(a, w1, w2, w, y); 
wire w3, w4;
and (w3, ~y, ~z);
and (w4, y, z);
or(b, w3, w4, ~x);
or (c, x, z, ~y);
wire w5, w6, w7, w8;
and (w5, ~x, ~z);
and (w6, x, ~y, z);
and (w7, ~x, y);
and (w8, y, ~z);
or (d, w, w5, w6, w7, w8);
wire w9, w10;
and (w9, ~x, ~z);
and (w10, y, ~z);
or (e, w9, w10);
wire w11, w12, w13;
and (w11, ~y, ~z);
and (w12, x, ~y);
and (w13, x, ~z);
or (f, w, w11, w12, w13);
wire w14, w15, w16;
and (w14, x, ~y);
and (w15, y, ~z);
and (w16, ~x, y);
or (g, w, w14, w15, w16);
endmodule
==> flow_summary.ini <==
; generated from flow reports
[run_status]
outcome = finished, violations left
violations = negative setup slack

[worst_setup_path]
startpoint_type = primary input
critPathMaxFanout = 4
cp.arrival_ns = 1.13
worstSetupPathType = in -> out
cp.required_ns = 0.80
cp-end-kind = output port

[routing]
viasPerCell = 2.21
num_vias = 177
drt-pass1-iter-count = 1
routed_wl_um = 625
num_antenna_cells = 0
drt_iter0_markers = 0
postRouteAntennaNets = 0
wl_per_cell_um = 7.81
drc_errors = 0

[logic_synthesis]
synth_cell_type_count = 10
ys_area_um2 = 133
netlist_area_um2 = 133
ys_seq_share = 0
synthSimpleGateAreaFrac = 0.453
ys_sh_mux = 0
adder_share = 0.377
ys_warn_count = 0
synthXorXnorAreaFrac = 0
synth_stat.cells = 17
syn_inst = 17
syn_avg_cell_area_um2 = 7.80
aoi_share = 0.0849
top_logic_kind = simple AND/OR/NAND/NOR gates

[placement]
io_buffer_count = 11
routabilityCongestion = 0.652
place_area_um2 = 370

[layout]
drive_gt1_frac = 0.735
finish.utilization = 0.121
lay_top_count = buf_4
lay_top_cells = buf_4, ha_4, buf_2, nand2_1, buf_6
flops = 0
fill_cells = 397
design_area_um2 = 412
clock_buffers = 0
seqCellArea_um2 = 0
synthToLayoutAreaGrowth_pct = 210

[worst_hold_path]
hold_depth = 3
hold_class = in -> out
hold_start = z
hold_path_end = d

[timing]
max_freq_mhz = 754
max_slew_margin = 0.873
rsz0062_at_grt = true
worstMarginPinSlew_ns = 0.191
worst_slack_ns = -0.327
finalCriticalPeriod_ns = 1.33
fin_hold_ws_ns = 0.701
finalMaxSlewViolations = 0
report.final.hold_viol_count = 0
final.period_utilization = 1.33
setup_viol = 4

[floorplanning]
ios = 11
floorplan.core_util = 0.0388
die_h_um = 80
die_w_um = 80
die-area_um2 = 6400
core_um2 = 3420
placementRows = 21

[pwr]
ir_drop_mv = 0.144
p_per_area_nw_per_um2 = 332
total_leakage_power_nw = 0.164
power_uw = 137

[global_route]
grt_pass1_wl_um = 952
grt_pass1_vias = 170
antenna_found_initial = 0
grt_max_degree = 5
grt_overflow_total = 0
grtUsageTotal = 0.0185

[clock_network]
cts_hold_buf = 0

[run]
tool_warnings = 37
maxCapViolCount = 0
-- metal layers --
metal  track usage  wire, um
met2        0.0193       185
met5             0         0
met1        0.0310       359
met4             0         0
met3        0.0102        80
-- worst max path at each step --
stage     from  to  depth (start not counted)
4_1_cts      y   g                          5
5_1_grt      x   f                          5
6_report     y   g                          5
-- power breakdown --
group	total, mW	internal (mW)	switching, mW	leakage [nW]
logic	0.137	0.0854	0.0511	0.164
registers	0	0	0	0
clock network	0	0	0	0
total	0.137	0.0854	0.0511	0.164
-- repair_timing --
item,in CTS,in global routing
endpoints found under the setup margin,7,7
pin swaps,3,1
resized,52,4
buffers inserted,2,1
-- critical path: stages --
cell     delay (ns)
buf_8          0.11
buf_6          0.10
nor2b_4        0.12
or4_4          0.47
buf_6          0.12
-- layout make-up --
cell class,count,area [um2],area share
Inverter,3,26.3,0.0638
Multi-Input combinational cell,14,171,0.416
Tap cell,46,57.6,0.140
Timing Repair Buffer,17,156,0.380
-- through the flow --
stage          setup TNS, ns  instances  setup WS [ns]
6_report               -1.08         80         -0.327
5_1_grt                -1.23         80         -0.359
4_1_cts                -1.11         79         -0.330
3_5_place_dp           -7.24         78          -1.23
3_3_place_gp           -7.25         78          -1.24
2_1_floorplan        -0.0615         17        -0.0280
-- cell families (layout without fill, tap and decap cells) --
| family | after synthesis | count (layout) |
|---|---|---|
| adder cells (fa/ha/maj) | 4 | 4 |
| AND-OR/OR-AND | 1 | 1 |
| buffers and inverters | 3 | 20 |
| AND/OR/NAND/NOR | 9 | 9 |
-- cells in the mapped netlist --
cell type	number	area [um2]
nand2_1	3	11.3
or4_1	1	7.51
inv_1	3	11.3
or4_4	1	11.3
or2_1	1	6.26
ha_1	4	50.1
nor2_1	1	3.75
nor2b_4	1	13.8
a2111o_1	1	11.3
nor2b_1	1	6.26
Power is estimated from default activity; no workload was simulated.
